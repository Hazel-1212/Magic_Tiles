==> flow/design.v <==
module note_rom_left (
    input wire [7:0] addr,
    output reg [6:0] notes  
);
    reg [6:0] rom [0:255];
initial begin
    rom[0]  = 7'b0000_010;  
    rom[1]  = 7'b0011_010;  
    rom[2]  = 7'b0100_010;  
    rom[3]  = 7'b0101_010;  
    rom[4]  = 7'b1001_010;  
    rom[5]  = 7'b1100_100;  
    rom[6]  = 7'b0101_010;  
    rom[7]  = 7'b0111_010;  
    rom[8]  = 7'b1011_100;  
    rom[9]  = 7'b0101_010;  
    rom[10] = 7'b1001_010;  
    rom[11] = 7'b1010_100;  
    rom[12] = 7'b0101_010;  
    rom[13] = 7'b1001_010;  
    rom[14] = 7'b1100_010;  
    rom[15] = 7'b1001_010;  
    rom[16] = 7'b0101_010;  
    rom[17] = 7'b0111_010;  
    rom[18] = 7'b1011_010;  
    rom[19] = 7'b0111_010;  
    rom[20] = 7'b0101_010;  
    rom[21] = 7'b1000_010;  
    rom[22] = 7'b1011_010;  
    rom[23] = 7'b1000_010;  
    rom[24] = 7'b0010_010;  
    rom[25] = 7'b0110_010;  
    rom[26] = 7'b1010_010;  
    rom[27] = 7'b0110_010;  
    rom[28] = 7'b0010_010;  
    rom[29] = 7'b0110_010;  
    rom[30] = 7'b1010_010;  
    rom[31] = 7'b1001_010;  
    rom[32] = 7'b0101_010;  
    rom[33] = 7'b1001_010;  
    rom[34] = 7'b1100_100;  
    rom[35] = 7'b0101_010;  
    rom[36] = 7'b0111_010;  
    rom[37] = 7'b1011_100;  
    rom[38] = 7'b0100_010;  
    rom[39] = 7'b1001_010;  
    rom[40] = 7'b1010_100;  
    rom[41] = 7'b0101_010;  
    rom[42] = 7'b1001_010;  
    rom[43] = 7'b1100_010;  
    rom[44] = 7'b1001_010;  
    rom[45] = 7'b0001_010;  
    rom[46] = 7'b0101_010;  
    rom[47] = 7'b1011_010;  
    rom[48] = 7'b0101_010;  
    rom[49] = 7'b0010_010;  
    rom[50] = 7'b0110_010;  
    rom[51] = 7'b1010_100;  
    rom[52] = 7'b0101_010;  
    rom[53] = 7'b1001_010;  
    rom[54] = 7'b1100_010;  
    rom[55] = 7'b1001_010;  
    rom[56] = 7'b0101_010;  
    rom[57] = 7'b1001_010;  
    rom[58] = 7'b1100_100;  
end
    always @(*) begin
        notes = rom[addr];
    end
endmodule
==> flow/run.sh <==
#!/bin/bash
# OpenROAD 26Q1-2900-gdf79404cd8, Yosys 0.63+post, stock flow scripts
make -C /OpenROAD-flow-scripts/flow DESIGN_CONFIG=/design/flow/config.mk WORK_HOME=/design/flow/orfs finish
==> flow/config.mk <==
export PLATFORM = sky130hd
export DESIGN_NAME = note_rom_left
export DESIGN_NICKNAME = note_rom_left
export VERILOG_FILES = /design/flow/design.v
export SDC_FILE = /design/flow/constraint.sdc
export NUM_CORES = 4
export LEC_CHECK = 1
export CORE_AREA = 10 10 70 70
export DIE_AREA = 0 0 80 80
==> flow/constraint.sdc <==
current_design note_rom_left

set clk_period 1.6
set clk_io_pct 0.2

create_clock -name clk0 -period $clk_period

set non_clock_inputs [all_inputs -no_clocks]
set_input_delay [expr $clk_period * $clk_io_pct] -clock clk0 $non_clock_inputs
set_output_delay [expr $clk_period * $clk_io_pct] -clock clk0 [all_outputs]
==> flow_summary.yaml <==
# synthesis and place-and-route metrics
grt:
  wire_length_of_the_first_global_routing_pass_mm: 4.37
  track_usage_pct: 8.10
  grt_busiest_layer: "met2"
  initial_antenna_violation_count: 0
  grt_max_degree: 11
  use_met1_pct: 11.5
  via_count_of_the_first_global_routing_pass: 889
  grt.overflow.total: 0
  gr-usage-met2_pct: 12.9
  grt_use_met3_pct: 1.36
run:
  warnings: 44
  max_cap_viol_count: 0
status:
  status: "finished with violations"
  violated_checks: "setup timing"
yosys:
  top_area_cell: "sky130_fd_sc_hd__ha_1"
  synth.top_cells.by_area: "sky130_fd_sc_hd__ha_1 (16%), sky130_fd_sc_hd__a21oi_1 (8.6%), sky130_fd_sc_hd__mux4_2 (7.1%)"
  post_synth_and_or_nand_nor_area_fraction_pct: 19.1
  yosysChipArea_um2: 637
  yosys-dominant-comb-family: "AND-OR/OR-AND gates"
  synth.yosys.seq_area_share_pct: 0
  synth_cell_type_count: 36
  synth_top_area_share_pct: 15.7
  netlist_instances: 92
  post_synth_fa_ha_maj_area_fraction_pct: 15.7
  synthesis.area_um2: 637
  synthesis.yosys.warnings: 1
  yosys.area_share.aoi_pct: 39.5
  xor_share_pct: 0
  syn-mean-instance-area_um2: 6.92
  ys_sh_mux_pct: 14.3
  yosys_cells: 92
worst_setup_path:
  critical-path-max-stage-delay_ns: 0.48
  cp_data_required_time_ns: 1.28
  worstPathArrival_ns: 1.80
  critical_path.cell_chain: "buf_8, clkinvlp_4, buf_6, ha_4, nor2_1, mux2_4, mux4_2, a21oi_2, buf_2"
  critical_path.slowest_cell: "sky130_fd_sc_hd__mux4_2"
  critical_path_class: "input port to output port"
  timing.critical_path.from_type: "input port"
  crit_path_max_fanout: 4
  worst_setup_path_end_kind: "output port"
clocking:
  holdBufCountCts: 0
floorplanning:
  floorplan.rows: 21
  die_width_um: 80
  core_footprint_mm2: 0.00342
  vertical_extent_of_the_die_um: 80
  floorplan.initialDensity_pct: 18.6
  ios: 15
  die-area_mm2: 0.00640
min_path:
  hp-class: "input port to output port"
  worst_hold_endpoint: "notes[5]"
  timing.hold.worst_path_depth: 5
  min-delay-start: "addr[4]"
detailed_routing:
  detail_route.antenna_diodes: 0
  final_antenna_net_count: 0
  drt_wl_total_mm: 2.58
  routed-via-count: 897
  detailedRoute.firstIterationViolations: 114
  drt-vias-per-instance: 4.80
  wl_per_cell_um: 13.8
  remaining_design_rule_violation_count: 0
  drtPass1Iterations: 4
placement:
  dp_hpwl_mm: 1.82
  port_buffers: 12
  routabilityCongestion: 0.952
  place_inst: 172
layout:
  n_clock_buffer: 0
  drive_above_1_share_pct: 57.4
  nFlopsAndLatches: 0
  area.growth.synth_to_final_pct: 104
  final-instance-count-excl-fill: 187
  layout.area.seq_um2: 0
final_timing:
  finalCritPeriodShare_pct: 132
  achievable-frequency_mhz: 472
  post-route-min-period_ns: 2.12
  report.final.setup_viol: 6
  report.final.slew_viol_count: 0
  timing.final.hold_violations: 0
  setup_slack_ns: -0.519
  fin_setup_tns_ns: -2.03
  rsz0062_at_grt: "yes"
power:
  ir_drop_uv: 108
  overall_power_of_the_completed_layout_uw: 345
  power-per-cell-area_mw_per_mm2: 265
  p_leak_uw: 0.000588
-- per-stage QoR --
step | setup slack (ns) | cell area (µm²) | hold slack, ns | utilization (%)
finish | -0.519 | 1300 | 1.17 | 38.0
detailed placement | -1.33 | 1030 | 1.75 | 30.0
global placement | -1.30 | 1030 | 1.76 | 30.0
global route | -0.602 | 1300 | 1.22 | 38.0
CTS | -0.505 | 1280 | 1.17 | 37.4
floorplan | -0.190 | 661 | 0.671 | -
-- power breakdown --
part           switching (µW)  internal [µW]  leakage (µW)
Clock                       0              0             0
Combinational             153            192      0.000588
Sequential                  0              0             0
-- routing by layer --
| metal | vias to the layer above | wire length [µm] |
|---|---|---|
| li1 | 439 | - |
| met1 | 436 | 1220 |
| met2 | 20 | 1200 |
| met3 | 2 | 135 |
| met4 | 0 | 27 |
| met5 | - | 0 |
-- placed cells by master (no fill, tap or decap), types with 3 or more instances in the layout --
cell / count
sky130_fd_sc_hd__buf_4: 29
sky130_fd_sc_hd__buf_6: 15
sky130_fd_sc_hd__a21oi_1: 8
sky130_fd_sc_hd__nor2_1: 6
sky130_fd_sc_hd__buf_2: 6
sky130_fd_sc_hd__nand2_1: 5
sky130_fd_sc_hd__ha_4: 5
sky130_fd_sc_hd__inv_1: 4
sky130_fd_sc_hd__a21oi_2: 4
sky130_fd_sc_hd__nand2b_1: 4
sky130_fd_sc_hd__o22ai_1: 3
-- cells in the mapped netlist --
master,number
sky130_fd_sc_hd__a211o_1,2
sky130_fd_sc_hd__a211oi_1,1
sky130_fd_sc_hd__a21oi_1,11
sky130_fd_sc_hd__a21oi_2,1
sky130_fd_sc_hd__a311oi_1,2
sky130_fd_sc_hd__a31oi_1,1
sky130_fd_sc_hd__and3_1,2
sky130_fd_sc_hd__buf_2,4
sky130_fd_sc_hd__buf_4,1
sky130_fd_sc_hd__buf_6,1
sky130_fd_sc_hd__clkbuf_1,1
sky130_fd_sc_hd__conb_1,1
sky130_fd_sc_hd__ha_1,8
sky130_fd_sc_hd__inv_1,5
sky130_fd_sc_hd__inv_2,2
sky130_fd_sc_hd__mux2_1,1
sky130_fd_sc_hd__mux2_4,1
sky130_fd_sc_hd__mux2i_1,2
sky130_fd_sc_hd__mux4_2,2
sky130_fd_sc_hd__nand2_1,6
sky130_fd_sc_hd__nand2b_1,6
sky130_fd_sc_hd__nand3_1,3
sky130_fd_sc_hd__nor2_1,6
sky130_fd_sc_hd__nor2b_1,1
sky130_fd_sc_hd__nor3_1,1
sky130_fd_sc_hd__o211ai_1,2
sky130_fd_sc_hd__o21a_1,1
sky130_fd_sc_hd__o21ai_0,5
sky130_fd_sc_hd__o21ai_1,1
sky130_fd_sc_hd__o21bai_1,1
sky130_fd_sc_hd__o221a_1,1
sky130_fd_sc_hd__o22a_1,1
sky130_fd_sc_hd__o22ai_1,4
sky130_fd_sc_hd__o2bb2ai_1,1
sky130_fd_sc_hd__o31ai_1,1
sky130_fd_sc_hd__o32ai_1,2
-- layout make-up --
class                           count  area [µm²]
Fill cell                         319        2120
Multi-Input combinational cell     78         713
Timing Repair Buffer               56         493
Tap cell                           46        57.6
Inverter                            7        35.0
-- how the worst max path moves through the flow --
stage,from,endpoint,slack [ns],depth (start not counted)
5_1_grt,addr[1],notes[3],-0.60,8
4_1_cts,addr[1],notes[5],-0.50,8
6_report,addr[1],notes[5],-0.52,9
-- worst max-delay path, delay by kind of cell --
family                     cells  cell delay [ns]
AOI/OAI and AO/OA              1             0.15
muxes                          2             0.72
buffers and inverters          4             0.43
and+or+nand+nor                1             0.04
adders and majority gates      1             0.13
-- repair_timing --
item | 4_1_cts | 5_1_grt
gates resized | 74 | 6
pin swaps | 19 | 10
setup endpoints to repair | 6 | 6
buffers inserted | 16 | 4
-- cells by family (layout without fill, tap and decap cells) --
family                     after synthesis  in the layout
other                                    1              1
AOI/OAI and AO/OA                       38             38
buffers and inverters                   14             63
muxes                                    6              6
adders and majority gates                8              8
and+or+nand+nor                         25             25
Power and IR drop assume default switching activity.
