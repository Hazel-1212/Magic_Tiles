==> flow/design.v <==
module note_rom_right (
    input wire [7:0] addr,
    output reg [6:0] notes  
);
    reg [15:0] rom [0:255];
    initial begin
rom[0]  = 7'b0000_010;  
rom[1]  = 7'b0100_010;  
rom[2]  = 7'b0100_010;  
rom[3]  = 7'b0101_010;  
rom[4]  = 7'b0110_010;  
rom[5]  = 7'b0110_010;  
rom[6]  = 7'b1000_010;  
rom[7]  = 7'b1000_010;  
rom[8]  = 7'b1000_010;  
rom[9]  = 7'b0111_010;  
rom[10] = 7'b0000_010;  
rom[11] = 7'b0100_010;  
rom[12] = 7'b0101_010;  
rom[13] = 7'b0101_010;  
rom[14] = 7'b0111_010;  
rom[15] = 7'b1000_001;  
rom[16] = 7'b0111_011;  
rom[17] = 7'b0110_010;  
rom[18] = 7'b0000_100;  
rom[19] = 7'b0100_010;  
rom[20] = 7'b0100_010;  
rom[21] = 7'b0110_010;  
rom[22] = 7'b0111_001;  
rom[23] = 7'b0110_011;  
rom[24] = 7'b0101_010;  
rom[25] = 7'b0010_010;  
rom[26] = 7'b0011_010;  
rom[27] = 7'b0100_100;  
rom[28] = 7'b0110_010;  
rom[29] = 7'b0111_001;  
rom[30] = 7'b0110_011;  
rom[31] = 7'b0101_010;  
rom[32] = 7'b0000_010;  
rom[33] = 7'b0001_010;  
rom[34] = 7'b0110_100;  
rom[35] = 7'b1000_010;  
rom[36] = 7'b1000_010;  
rom[37] = 7'b1000_010;  
rom[38] = 7'b0111_010;  
rom[39] = 7'b0000_010;  
rom[40] = 7'b0100_010;  
rom[41] = 7'b0101_100;  
rom[42] = 7'b0111_010;  
rom[43] = 7'b1000_001;  
rom[44] = 7'b0111_011;  
rom[45] = 7'b0110_010;  
rom[46] = 7'b0000_010;  
rom[47] = 7'b0100_100;  
rom[48] = 7'b1001_010;  
rom[49] = 7'b0000_010;  
rom[50] = 7'b0100_010;  
rom[51] = 7'b0011_010;  
rom[52] = 7'b0110_100;  
rom[53] = 7'b0110_010;  
rom[54] = 7'b0110_010;  
rom[55] = 7'b0100_010;  
rom[56] = 7'b0000_010;  
rom[57] = 7'b0101_001;  
rom[58] = 7'b0100_111;  
    end
    always @(*) begin
        notes = rom[addr];
    end
endmodule
==> flow/run.sh <==
#!/bin/bash
# OpenROAD 26Q1-2900-gdf79404cd8, Yosys 0.63+post, stock flow scripts
make -C /OpenROAD-flow-scripts/flow DESIGN_CONFIG=/design/flow/config.mk WORK_HOME=/design/flow/orfs finish
==> flow/config.mk <==
export PLATFORM = sky130hd
export DESIGN_NAME = note_rom_right
export DESIGN_NICKNAME = note_rom_right
export VERILOG_FILES = /design/flow/design.v
export SDC_FILE = /design/flow/constraint.sdc
export NUM_CORES = 4
export LEC_CHECK = 1
export CORE_AREA = 10 10 72 72
export DIE_AREA = 0 0 82 82
==> flow/constraint.sdc <==
current_design note_rom_right

set clk_period 1.7
set clk_io_pct 0.2

create_clock -name clk0 -period $clk_period

set non_clock_inputs [all_inputs -no_clocks]
set_input_delay [expr $clk_period * $clk_io_pct] -clock clk0 $non_clock_inputs
set_output_delay [expr $clk_period * $clk_io_pct] -clock clk0 [all_outputs]
==> notes.md <==
run results: number of routed nets with antenna violations=0, vias in the first global route=944, worst-path maximum fanout=5, Final setup violation count=7, worst hold stages=6, dpl hpwl=1790 um, Avg Cell Area, Syn=6.86 um^2, die area=0.00672 mm^2, unrepaired setup endpoints after global routing=true, violated checks=negative setup slack, vias=1035, Seq share, synth=0, worst min path class=in2out, Layout clock buffers=0, core area=0.00369 mm^2, Port-buffer cells=13, post-layout min period=2.16 ns, fin worst setup slack=-0.465 ns, Worst EP required=1.36 ns, total wire length=2880 um, DR WL/cell=14.0 um, Netlist cell types=36, Max Cap Viol=0, leading area contributor after synthesis=ha_1, Tcrit/Tclk final=1.27, Vias per Instance=5.02, DRC violations left=0, yosys stat cell total=101, YS chip area=693 um^2, hold buffer count at cts=0, area grow syn2layout=110%, I/O Pins=15, source of the worst hold timing path=addr[1], sequence of cells on the critical path=buf_8 -> clkinvlp_4 -> ha_4 -> buf_6 -> a211oi_4 -> a21oi_1 -> mux4_2 -> buf_2, Fin. Hold Viols=0, Mapped Cells=101, first-pass GRT wire length=4360 um, tool warnings=44, Worst Setup Path Type=in2out, Placer Congestion=0.888, Tightest Pin Transition=0.436 ns, main area contributors=ha_1 (14%), a21oi_1 (11%), mux4_2 (6.5%), ant diodes=0, crit end category=output pin, Slew Viols, Final=0, Register Area=0 um^2, Cell Area, Synth=693 um^2, power density over the cells=248 mW/mm^2, GR Util All Layers=0.0775, die width=82 um, row count=22, VDD IR-drop max=136 uV, Worst path slowest cell=mux4_2, Setup crit end=notes[4], Seq cells=0, layout cell share with drive strength beyond 1=0.595, Yosys top cell by instances=a21oi_1, crit start category=input port, P_leak=0.618 nW, CP startpoint=addr[0], final core utilization=0.394, grt ovf=0, CP arrival=1.82 ns, iteration tally of the first detailed-router pass=4, Area leader share=0.144, Die Span Y=82 um, most frequent cells after synthesis=a21oi_1 (15), nand2_1 (10), ha_1 (8), nor2_1 (5), largest net degree at the start of global routing=18, top achievable clock speed=462 MHz, fp_density=0.188, Rel. slew slack=0.706, initial antenna violation count=0, Design Power=0.000361 W, Syn. warnings=1, CP max stage delay=0.47 ns, run status=complete, but fails checks, DRT iter0 DRCs=46
==> cells by family after synthesis <==
kind of cell,count (synthesis),synth area share
AND-OR/OR-AND,45,0.433
multiplexers,5,0.110
adder cells (fa/ha/maj),8,0.144
buffers and inverters,15,0.116
AND/OR/NAND/NOR,28,0.197
==> worst min-delay path by stage <==
stage / endpoint / slack, ns
6_report: notes[6] / 1.34
5_1_grt: notes[6] / 1.40
4_1_cts: notes[6] / 1.35
==> layer usage <==
layer / GRT usage / vias to the layer above / part of all wire
met1: 0.113 / 492 / 0.46
met3: 0.00441 / 6 / 0.046
met5: 0 / - / 0
met2: 0.128 / 37 / 0.48
li1: - / 500 / -
met4: 0.00680 / 0 / 0.020
==> where the power goes <==
| group | switching, W | internal [W] | total (W) | leakage, nW |
|---|---|---|---|---|
| Clock | 0 | 0 | 0 | 0 |
| Combinational | 0.000161 | 0.000200 | 0.000361 | 0.618 |
| Sequential | 0 | 0 | 0 | 0 |
| Total | 0.000161 | 0.000200 | 0.000361 | 0.618 |
==> layout make-up <==
type                       instances  area [um^2]
multi-input combinational         86          806
fill                             351         2230
inverter                           5         26.3
timing repair buffer              67          562
tap                               48         60.1
==> what timing repair did <==
action,CTS,global route
pin swaps,12,9
endpoints found under the hold margin,0,0
setup buffers,12,11
gates resized,65,19
endpoints found under the setup margin,7,7
==> through the flow <==
step	cell area (um^2)	TNS, ns	setup WS [ns]	std cells	hold WS [ns]
floorplan	716	-0.0974	-0.0974	101	0.807
global placement	1090	-7.77	-1.18	185	1.87
detailed placement	1090	-7.80	-1.18	185	1.88
CTS	1330	-2.51	-0.476	197	1.35
global route	1450	-2.85	-0.517	206	1.40
finish	1450	-2.32	-0.465	206	1.34
==> cells in the final DEF, fill, tap and decap left out, types with 2 or more instances in the layout <==
master / instances
o211ai_1: 4
buf_4: 40
a211oi_1: 2
a21oi_2: 2
nand3b_1: 2
mux4_2: 2
nand2_1: 8
o21ai_1: 2
nand2b_4: 4
mux2i_1: 2
inv_2: 2
a21oi_1: 13
nor3_1: 2
nand3_1: 2
a211o_1: 2
dlygate4sd2_1: 6
ha_4: 7
buf_2: 4
a31oi_1: 4
clkinvlp_4: 2
buf_6: 15
o21ai_0: 3
a311oi_2: 2
nor2_1: 4
==> critical path, delay by kind of cell <==
family	cells	cell delay, ns
buf+inv	4	0.49
mux	1	0.47
fa+ha+maj	1	0.27
compound gates	2	0.25
Power and IR drop assume default switching activity.
